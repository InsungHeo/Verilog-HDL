==> /design/flow/design.v <==
module simple_logic_with_pipeline(a, b, c, d, reset, clock, y);
	input [2:0] a, b, c, d;
	input reset, clock;
	output reg [7:0] y;
	reg [3:0] temp_0, temp_1;
	always @(posedge clock or negedge reset) begin
		if(!reset) begin
			temp_0 <= 4'b0;
			temp_1 <= 4'b0;
			y <= 8'b0;
		end
		else begin
			temp_0[3:0] <= {1'b0, a[2:0]} + {1'b0, b[2:0]};
			temp_1[3:0] <= {1'b0, c[2:0]} + {1'b0, d[2:0]};
			y <= temp_0 * temp_1;
		end
	end
endmodule
==> /design/flow/run.sh <==
#!/bin/bash
# OpenROAD 26Q1-2900-gdf79404cd8, Yosys 0.63+post, stock flow scripts
make -C /OpenROAD-flow-scripts/flow DESIGN_CONFIG=/design/flow/config.mk WORK_HOME=/design/flow/orfs finish
==> /design/flow/config.mk <==
export PLATFORM = sky130hd
export DESIGN_NAME = simple_logic_with_pipeline
export DESIGN_NICKNAME = simple_logic_with_pipeline
export VERILOG_FILES = /design/flow/design.v
export SDC_FILE = /design/flow/constraint.sdc
export NUM_CORES = 4
export LEC_CHECK = 1
export CORE_AREA = 10 10 107 107
export DIE_AREA = 0 0 117 117
==> /design/flow/constraint.sdc <==
current_design simple_logic_with_pipeline

set clk_period 2.9
set clk_io_pct 0.2

create_clock -name clk0 -period $clk_period [get_ports {clock}]

set non_clock_inputs [all_inputs -no_clocks]
set_input_delay [expr $clk_period * $clk_io_pct] -clock clk0 $non_clock_inputs
set_output_delay [expr $clk_period * $clk_io_pct] -clock clk0 [all_outputs]
==> notes.md <==
run results: cycle use final=0.918, area growth from synthesis to final layout=38.9%, Worst-Margin Slew=0.674 ns, Total GRT Usage=0.0310, slowest CP cell=fa_1, most frequent CP cell=fa_1, placed cell area=1390 um^2, Synth area leader=dfrtp_1, CTS clk-pin slew, worst paths=0.06 ns, die area=13700 um^2, worst skew pair latency=0.25 ns, P_leak=0.691 nW, post-layout min period=2.66 ns, Final Max Slew Viols=0, tool warnings=25, total wire length=1910 um, Distinct cells, synth=18, Inserted Clock Buffers=3, Setup WS post-layout=0.237 ns, crit path max fanout=4, GP Congestion=0.784, RSZ-0062 raised after global routing=false, DR WL/cell=8.49 um, vias in the first global route=775, Final Power=795 uW, fin cells=225, Hold/Removal Path Class=reg2reg, largest net degree at the start of global routing=17, DRC Markers=0, IO buf count=21, Inst Count DP=221, Fin Setup TNS=0 ns, Peak Freq=0.376 GHz, crit path kind=reg2reg, crit-path cells=nand2_1 > fa_1 > inv_1 > fa_1 > ha_1 > a211oi_1 > or4b_1 > o2111ai_1, CP required=3.06 ns, CTS sink count=16, cell area after synthesis=1040 um^2, R2R cell count=8, main flop type=dfrtp_1, hpwl dp=1650 um, worst slack, placed=0.233 ns, # Cells Yosys=89, Die Wd=117 um, Worst Clk Skew=0.00364 ns, CP max stage delay=0.53 ns, Pre-Repair DR Iteration Count=2, endpoints failing hold=0, worst endpoint data arrival time=2.83 ns, Clock Tree Buf Depth=2, Hold Crit Depth=1, Gate Count Post-Synth=89, std cell rows=35, Core Util at FP=0.113, core area=9200 um^2, Post-CTS Setup Repair Bufs=0, Max-Cap Viols=0, diode count=0, Top area cell types=dfrtp_1 (39%), ha_1 (22%), fa_1 (12%), Clk Tree Root Cell=clkbuf_8, Worst setup EP type=flop, Final Util=0.157, status=finished clean, CTS tree=yes, # hold bufs at CTS=0, VDD IR-drop max=221 uV, DRT antenna net count=0, Avg Cell Area, Syn=11.7 um^2, drt via density=2.95, Seq share, synth=0.385, Seq cells post-synth=16, Buf+Inv Stages, Crit Path=1, Pwr per Cell Area=551 nW/um^2, Top-area cell share=0.385, Critical Path Stages=8, grt ovf=0, Top delay family on crit path=adder cells, DIE HEIGHT=117 um, first-pass GRT wire length=3450 um, yosys stat area=1040 um^2, tightest slew margin relative to the limit=0.549, share of layout cells above drive strength 1=0.0439, Setup crit start kind=flop, Max H-tree Level=1, initial antenna violation count=0, Final Hold Slack=0.535 ns, Synthesis Warnings=1, IO Pins=22, vias after detailed routing=664, Setup violations, final=0, post_cts resized=0, fin area=1440 um^2, asr flop ratio synth=1.00, Initial DRC Count=38, EDFF count, synth=0
==> per-layer routing <==
layer | wire (um) | share of wire | global-route usage | up-vias
met2 | 698 | 0.37 | 0.0427 | 21
li1 | - | - | - | 344
met3 | 213 | 0.11 | 0.0134 | 2
met1 | 981 | 0.51 | 0.0452 | 297
met5 | 0 | 0 | 0 | -
met4 | 16 | 0.0084 | 0.00329 | 0
==> kinds of logic after synthesis <==
kind of cell / share of synthesized area
buffers and inverters: 0.0397
AND/OR/NAND/NOR: 0.114
flip-flops: 0.385
AND-OR/OR-AND: 0.0866
XOR/XNOR: 0.0421
adder cells (fa/ha/maj): 0.332
==> flip-flops by register name, summed over array words and instances (netlist names) <==
| name | cells |
|---|---|
| temp_0 | 4 |
| y | 8 |
| temp_1 | 4 |
==> cells in the mapped netlist, types with 2 or more instances <==
master    n
a21o_1    5
a21oi_1   3
and2_1   13
dfrtp_1  16
fa_1      6
ha_1     18
inv_1    11
nand2_1   3
nor2_1    2
xnor2_1   4
==> cell type report <==
cell class,instances,area (um^2)
Clock buffer,4,55.1
Fill cell,1036,7750
Inverter,11,41.3
Multi-Input combinational cell,62,598
Sequential cell,16,400
Tap cell,111,139
Timing Repair Buffer,21,210
==> final timing paths <==
check                           from   endpoint  slack (ns)
max                        temp_0[0]       y[7]        0.24
min                        temp_0[0]       y[0]        0.54
max reg2reg                temp_0[0]       y[7]        0.24
min reg2reg                temp_0[0]       y[0]        0.54
max in group asynchronous      reset  temp_0[3]        1.72
min in group asynchronous      reset       y[5]        0.74
==> where the power goes <==
part	total, mW	internal, mW	switching (mW)
clock network	0.193	0.120	0.0724
logic	0.302	0.178	0.124
registers	0.300	0.278	0.0224
total	0.795	0.576	0.219
==> cells in the final DEF, fill, tap and decap left out <==
master,count
a21oi_1,3
xnor2_1,4
nand2_1,3
and2_1,13
fa_1,6
inv_1,11
a211oi_1,1
a21o_2,1
o2111ai_1,1
and3b_1,1
or4b_1,1
clkbuf_8,4
dfrtp_1,16
o21ai_1,1
nor2_1,2
ha_1,18
a21o_1,5
xor2_1,1
o211ai_1,1
clkdlybuf4s50_1,21
Power is estimated from default activity; no workload was simulated.
