===== ./config.mk =====
export PLATFORM = sky130hd
export DESIGN_NAME = simple_logic_without_pipeline
export DESIGN_NICKNAME = simple_logic_without_pipeline
export VERILOG_FILES = /design/flow/design.v
export SDC_FILE = /design/flow/constraint.sdc
export NUM_CORES = 4
export LEC_CHECK = 1
export CORE_AREA = 10 10 77 77
export DIE_AREA = 0 0 87 87

===== ./run.sh =====
#!/bin/bash
# OpenROAD 26Q1-2900-gdf79404cd8, Yosys 0.63+post, stock flow scripts
make -C /OpenROAD-flow-scripts/flow DESIGN_CONFIG=/design/flow/config.mk WORK_HOME=/design/flow/orfs finish

===== ./constraint.sdc =====
current_design simple_logic_without_pipeline

set clk_period 1.0
set clk_io_pct 0.2

create_clock -name clk0 -period $clk_period [get_ports {clock}]

set non_clock_inputs [all_inputs -no_clocks]
set_input_delay [expr $clk_period * $clk_io_pct] -clock clk0 $non_clock_inputs
set_output_delay [expr $clk_period * $clk_io_pct] -clock clk0 [all_outputs]

===== ./design.v =====
module simple_logic_without_pipeline(a, b, c, d, reset, clock, y);
	input [2:0] a, b, c, d;
	input reset, clock;
	output reg [7:0] y;
	reg [3:0] temp_0, temp_1;
	always @(posedge clock or negedge reset) begin
		if(!reset) y <= 8'd0;
		else       y <= {{1'b0, a[2:0]} + {1'b0, b[2:0]}} * {{1'b0, c[2:0]} + {1'b0, d[2:0]}};
	end
endmodule

==> impl_metrics.env <==
# flow metrics
export IMPL_synth_main_ff_cell="dfrtp_1"
export IMPL_cts_tree="yes"
export IMPL_synth_area_per_cell_um2=10.65
export IMPL_avgViaCountPerCell=3.976
export IMPL_grt_pass1_wl_um=2967
export IMPL_htree_levels=1
export IMPL_critical_path_max_stage_delay_ps=570
export IMPL_final_hold_viol_count=0
export IMPL_critPathKind="primary input to flip-flop"
export IMPL_yosys_stat_cells=76
export IMPL_finalCritPeriodShare_pct=279.7
export IMPL_antenna_cells=0
export IMPL_place_inst=160
export IMPL_clockBufferDepth=2
export IMPL_fin_cells=166
export IMPL_rsz0062_at_grt="yes"
export IMPL_core_area_um2=4354
export IMPL_die_area_um2=7569
export IMPL_port_buffers=21
export IMPL_area_growth_pct=76.97
export IMPL_largest_reg_flops=8
export IMPL_critPathLaunchType="primary input"
export IMPL_power_density_nw_per_um2=1530
export IMPL_grt_pass1_vias=704
export IMPL_regArea_um2=200.2
export IMPL_totalWireLength_um=1727
export IMPL_clock_sinks=8
export IMPL_wl_per_cell_um=10.40
export IMPL_p_leak_nw=0.6624
export IMPL_die_h_um=87
export IMPL_cts_clk_slew_worst_paths_ps=40
export IMPL_place_hpwl_um=1392
export IMPL_cp_end_kind="flip-flop"
export IMPL_dr_total_vias=660
export IMPL_reg_largest_list="y (8)"
export IMPL_gr_total_overflow=0
export IMPL_synth_edff_count=0
export IMPL_yosys_warnings=1
export IMPL_worstPathCellList="buf_6, ha_4, fa_2, nand2_2, fa_1, inv_2, fa_2, inv_2, fa_2, inv_2, a21o_1, a21oi_2, xnor2_1"
export IMPL_finalCriticalPeriod_ps=2797
export IMPL_async_reset_ff_share_pct=100.0
export IMPL_ys_seq_share_pct=24.73
export IMPL_io_pins=22
export IMPL_crit_path_start="c[0]"
export IMPL_slowest_stage="fa_2"
export IMPL_drtIter0Drc=23
export IMPL_floorplanUtilization_pct=18.59
export IMPL_path_max_fanout=2
export IMPL_drive_gt1_share_pct=50.00
export IMPL_warning_count=28
export IMPL_regMostFlops="y"
export IMPL_fin_util_pct=32.90
export IMPL_die_w_um=87
export IMPL_grt_max_degree=9
export IMPL_maxSlewHeadroom_pct=77.83
export IMPL_route_detailed_drc=0
export IMPL_status="finished with violations"
export IMPL_worstPathRequired_ps=1110
export IMPL_hold_ws_ps=239.9
export IMPL_rows=24
export IMPL_syn_area_um2=809.5
export IMPL_finalSetupViolCount=7
export IMPL_firstDrtPassIters=2
export IMPL_logic_area_um2=779.5
export IMPL_gp_congestion=0.8230
export IMPL_critPathArrivalTime_ps=2900
export IMPL_ant_nets=0
export IMPL_ys_ff=8
export IMPL_setup_slack_ps=-1797
export IMPL_final_setup_tns_ps=-9910
export IMPL_grt_usage_pct=4.577
export IMPL_netlist_cell_type_count=18
export IMPL_antenna_found_initial=0
export IMPL_syn_inst=76
export IMPL_ir_worst_vdd_mv=0.4884
export IMPL_numCtsBuffers=3
export IMPL_ys_chip_area_um2=809.5
export IMPL_tightest_slew_ps=331.5
export IMPL_root_buffer="clkbuf_8"
export IMPL_violations="setup timing"
export IMPL_fill_cells=400
export IMPL_maxCapViolations=0
export IMPL_max_freq_mhz=357.6
export IMPL_min_path_type="primary input to async pin"
export IMPL_finalMaxSlewViolations=0
[through the flow]
stage | worst slack, ps | power (mW) | cell area, µm²
6_report | -1797 | 2.192 | 1433
5_1_grt | -1901 | 2.397 | 1433
4_1_cts | -1925 | 2.084 | 1391
3_5_place_dp | -2512 | 1.547 | 1224
3_3_place_gp | -2485 | 1.544 | 1224
2_1_floorplan | -1876 | 1.022 | 865.8
[kinds of logic after synthesis]
logic type	count (synthesis)	share of synthesized area, %
DFF	8	24.73
adders and majority gates	24	42.66
xor gates and xnor gates	6	6.491
and+or+nand+nor	16	10.51
buffers and inverters	9	4.173
AOI/OAI and AO/OA	13	11.44
[cells in the mapped netlist, types with 2 or more instances]
cell type   n  area share [%]
ha_1       18              28
fa_1        6              15
a21o_1      4             3.7
and2_1      7             5.4
xnor2_1     4             4.3
nor2b_1     2             1.5
xor2_1      2             2.2
nand2_1     5             2.3
a21oi_1     4             2.5
inv_1       9             4.2
dfrtp_1     8              25
[area by class of cell]
type | instances | area share (%)
multi-input cells | 59 | 54.41
repair buffers | 35 | 21.83
flip-flops and latches | 8 | 13.97
well taps | 52 | 4.541
clock buffers | 3 | 2.882
inverters | 9 | 2.358
[placed cells by master, fill, tap and decap left out, types with 4 or more instances in the layout]
cell             instances
and2_1                   4
fa_2                     4
ha_4                    11
a21o_1                   4
buf_4                   12
dlygate4sd2_1            4
ha_1                     7
clkdlybuf4s15_1          8
dfrtp_1                  8
inv_1                    6
buf_6                    5
[power by group]
group / internal, mW / leakage [nW] / total [mW] / switching [mW]
combinational: 0.807 / 0.541 / 1.35 / 0.543
clock: 0.260 / 0.0216 / 0.379 / 0.119
sequential: 0.439 / 0.100 / 0.463 / 0.0235
total: 1.51 / 0.662 / 2.19 / 0.686
[layer usage]
| metal | track usage, % | routed length, µm | part of all wire, % | up-vias |
|---|---|---|---|---|
| met1 | 6.616 | 836 | 48 | 309 |
| li1 | - | - | - | 328 |
| met2 | 6.529 | 710 | 41 | 19 |
| met4 | 0.7364 | 27 | 1.6 | 0 |
| met3 | 1.604 | 153 | 8.9 | 4 |
| met5 | 0 | 0 | 0 | - |
[how the worst max path moves through the flow]
stage,cells after the start,end,slack (ps)
after CTS,14,y[6],-1930
final,13,y[6],-1800
after global routing,13,y[7],-1900
[critical path, delay by kind of cell]
family	cells	cell delay, ps
fa+ha+maj	5	2130
buf+inv	4	230
compound gates	2	160
xor+xnor	1	120
simple gates	1	60
[repair_timing]
action	in CTS	in global routing
hold buffers	0	0
setup buffers	3	0
pin swaps	21	14
setup endpoints to repair	16	7
resized	68	10
Power figures rest on the tool's default switching activity, not on a simulated workload.
