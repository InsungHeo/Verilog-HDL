### flow/run.sh
#!/bin/bash
# OpenROAD 26Q1-2900-gdf79404cd8, Yosys 0.63+post, stock flow scripts
make -C /OpenROAD-flow-scripts/flow DESIGN_CONFIG=/design/flow/config.mk WORK_HOME=/design/flow/orfs finish
### flow/config.mk
export PLATFORM = sky130hd
export DESIGN_NAME = Mealy_fsm
export DESIGN_NICKNAME = Mealy_fsm
export VERILOG_FILES = /design/flow/design.v
export SDC_FILE = /design/flow/constraint.sdc
export NUM_CORES = 4
export LEC_CHECK = 1
export CORE_AREA = 10 10 70 70
export DIE_AREA = 0 0 80 80
### flow/constraint.sdc
current_design Mealy_fsm

set clk_period 1.0
set clk_io_pct 0.2

create_clock -name clk0 -period $clk_period [get_ports {clk}]

set non_clock_inputs [all_inputs -no_clocks]
set_input_delay [expr $clk_period * $clk_io_pct] -clock clk0 $non_clock_inputs
set_output_delay [expr $clk_period * $clk_io_pct] -clock clk0 [all_outputs]
### flow/design.v
module Mealy_fsm(clk, rst, din_bit, dout_bit);
	input clk, rst, din_bit;
	output dout_bit;
	reg [2:0] state, next;
	parameter start = 3'b000,
			      st1 = 3'b001,
			      st2 = 3'b010,
		     	   st3 = 3'b011,
			      st4 = 3'b100;
	always @(posedge clk or negedge rst) begin
		if(!rst) state <= start;
		else state <= next;
	end
	always @(state or din_bit) begin
		case(state)
			start: if(din_bit == 0)       next <= st1;
					 else if (din_bit == 1) next <= start;
					 else                   next <= start;
			st1 :  if(din_bit == 0)       next <= st1;
					 else if(din_bit == 1)  next <= st2;
					 else                   next <= start;
			st2:   if(din_bit == 0)       next <= st1;
					 else if(din_bit == 1)  next <= st3;
					 else                   next <= start;
			st3 : if(din_bit == 0)       next <= st4;
					else if(din_bit == 1)  next <= start;
				   else                   next <= start;
			st4 : if(din_bit == 0)       next <= st1;
					else if(din_bit == 1)  next <= st2;
					else                   next <= start;
			default:                     next <= start;
		endcase
	end
	assign dout_bit = (state == st3 && din_bit == 0) ? 1:0;
endmodule
==> metrics.cfg <==
[status]
status=finished with violations
violations=setup timing

[sta]
relSlewSlack=0.817
fin_crit_ns=1.05
fin_ws_ns=-0.0495
setup_viol=1
worstMarginPinSlew_ns=0.271
fmax_mhz=953
period_used_share=1.05
maxSlewViolCount=0
finalHoldViolCount=0
tns_ns=-0.0495
skew_ns=0.00764
rsz0062_at_grt=yes

[floorplan]
die_width_um=80
fp_util=0.0480
fp.dieH_um=80
ioPinCount=4
core_um2=3420
rows=21
die-area_um2=6400

[cts]
cts.sinks=5
cts_max_level=1
clockBufferDepth=2
numCtsBuffers=3
clk_latency_ns=0.24
cts.reportedPaths.clkPinSlew_ns=0.05
cts-root-buf=clkbuf_4
cts_tree=built

[worst_setup_path]
ff2ff_setup_slack_ns=0.12
criticalPathCategory=register to output pin
r2r_start=state[1]$_DFF_PN0_
slowest_stage=dfrtp_1
crit_fanout=2
startpoint_type=register
slowest_delay_ns=0.37
worstPathArrival_ns=0.85
path_depth=2
r2r_end=state[3]$_DFF_PN0_
crit_buf_inv=1
critPathRequiredTime_ns=0.80
rr_worst_depth=2
crit_family=flip-flops
critPathCaptureType=output pin
crit_chain=nor2b_4, buf_2

[global_routing]
antenna_found_initial=0
grt_first_pass_wirelength_um=552
grt_overflow=0
grt_pass1_vias=125
track_usage=0.0116
grt_start_max_net_pins=6

[detailed_routing]
antenna_cells=0
drcViolationCount=0
vias=121
wl_um=363
drt_iter0_markers=0
wl_per_cell_um=5.42
drtPass1Iterations=1
vias_per_cell=1.81
postRouteAntennaNets=0

[logic_synthesis]
synth_top_area_share=0.611
ys_types=7
yosys.stat.seqShare=0.771
syn-instance-count=11
yosysCellCount=11
top_area_cell=dfrtp_1
avgSynthCellArea_um2=14.9
yosys_warnings=1
topCellsByArea=dfrtp_1 61%, dfstp_2 16%, o21a_1 9.2%, and2_1 3.8%, nor2b_1 3.8%
ys_ff=5
synth_area_um2=164
yosys_area_um2=164

[cells_and_area]
combGateArea_um2=45.0
largest_reg_flops=5
nFillCells=406
syn_to_final_growth_pct=84.0
design_area_um2=302
drive_gt1_frac=0.429
ff_latch_area_um2=126
top_regs=state x5
lay_top_cells=4 x dfrtp_1, 3 x clkbuf_4, 3 x buf_4
regMostFlops=state
layout_top_cell=dfrtp_1
fin_cells=67

[hold_path]
hold_path.class=input pin to asynchronous set/reset pin

[power]
p_leak_nw=0.125
p_per_area_nw_per_um2=1630
irDropWorstVdd_v=0.000858

[placed_design]
place.gp.congestion=0.575
dp.cells=61
dpl_cell_area_um2=259
port_buffers=3

[run]
cap_violations=0
warnings=27

==> how the worst max path moves through the flow <==
stage / startpoint / endpoint / slack, ns
4_1_cts: state[4]$_DFF_PN0_ / dout_bit / -0.07
5_1_grt: state[4]$_DFF_PN0_ / dout_bit / -0.09
6_report: state[4]$_DFF_PN0_ / dout_bit / -0.05
==> per-layer routing <==
layer,vias to the layer above,wire (um),share of wire,track usage
li1,57,-,-,-
met1,59,197,0.54,0.0161
met2,5,131,0.36,0.0120
met3,0,34,0.094,0.0114
met4,0,0,0,0.00176
met5,-,0,0,0
==> power by group <==
part	switching, mW	internal (mW)	total [mW]
clock	0.0809	0.151	0.232
combinational	0.0150	0.0209	0.0359
sequential	0.00742	0.217	0.225
total	0.103	0.389	0.492
==> synthesized netlist by cell type <==
| cell type | n |
|---|---|
| and2_1 | 1 |
| dfrtp_1 | 4 |
| dfstp_2 | 1 |
| nor2_1 | 1 |
| nor2b_1 | 1 |
| nor4_1 | 1 |
| o21a_1 | 2 |
==> layout make-up <==
type	count	area share
flip-flops and latches	5	0.419
well taps	46	0.191
repair buffers	6	0.154
multi-input cells	6	0.149
clock buffers	4	0.0871
==> metrics by stage <==
stage	setup WS, ns	hold WS, ns	util	total power, mW
after floorplan	0.219	-0.0956	-	0.238
after global placement	-0.490	0.432	0.0758	0.258
after detailed placement	-0.510	0.430	0.0758	0.261
after CTS	-0.0659	0.171	0.0861	0.501
after global routing	-0.0877	0.173	0.0883	0.523
final	-0.0495	0.170	0.0883	0.492
==> what timing repair did <==
item | 4_1_cts | 5_1_grt
pin swaps | 0 | 0
hold buffers | 0 | 0
gates resized | 7 | 0
setup endpoints to repair | 1 | 1
setup buffers | 1 | 1
gates cloned | 0 | 0
==> kinds of logic (layout without fill, tap and decap cells) <==
logic type	count (synthesis)	count (layout)	synth area share
buffers and inverters	0	10	0
AND-OR/OR-AND	2	2	0.0916
AND/OR/NAND/NOR	4	4	0.137
flip-flops	5	5	0.771
Power figures rest on the tool's default switching activity, not on a simulated workload.
